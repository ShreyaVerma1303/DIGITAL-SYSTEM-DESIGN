===== flow/run.sh =====
#!/bin/bash
# OpenROAD 26Q1-2900-gdf79404cd8, Yosys 0.63+post, stock flow scripts
make -C /OpenROAD-flow-scripts/flow DESIGN_CONFIG=/design/flow/config.mk WORK_HOME=/design/flow/orfs finish

===== flow/config.mk =====
export PLATFORM = sky130hd
export DESIGN_NAME = mod_n_updown_counter
export DESIGN_NICKNAME = mod_n_updown_counter
export VERILOG_FILES = /design/flow/design.v
export SDC_FILE = /design/flow/constraint.sdc
export NUM_CORES = 4
export LEC_CHECK = 1
export CORE_AREA = 10 10 70 70
export DIE_AREA = 0 0 80 80

===== flow/constraint.sdc =====
current_design mod_n_updown_counter

set clk_period 2.3
set clk_io_pct 0.2

create_clock -name clk0 -period $clk_period [get_ports {clk}]

set non_clock_inputs [all_inputs -no_clocks]
set_input_delay [expr $clk_period * $clk_io_pct] -clock clk0 $non_clock_inputs
set_output_delay [expr $clk_period * $clk_io_pct] -clock clk0 [all_outputs]

===== flow/design.v =====
module mod_n_updown_counter (
    input wire clk,
    input wire reset,
    input wire up,
    input wire down,
    output reg [3:0] count  
);
parameter N = 8;  
always @(posedge clk or posedge reset)
begin
    if (reset)
        count <= 4'b0000;  
    else if (up && !down && count < N - 1)
        count <= count + 1;  
    else if (down && !up && count > 0)
        count <= count - 1;  
end
endmodule

==> results_slide.txt <==
Implementation Results

Detailed routing
  • WL/cell: 6.704 µm
  • Antenna violation net count after detailed routing: 0
  • DRC: 0
  • 1st-pass router iterations: 2
  • Via density: 2.728
  • Total Wirelength: roughly 540 µm
  • Number of vias in the routed layout: 221
  • Antenna diode count: 0
  • Initial DRC count: 4

Yosys
  • Avg Inst Size Synth: ~11 µm²
  • Syn Std Cell Area: ~260 µm²
  • Yosys top cell area share: 0.3791
  • Yosys cell count: 24
  • Post-synth EDFFs: 0
  • Most frequent cells after synthesis: 4 x dfrtp_1, 3 x inv_1, 3 x xnor2_1
  • Post-Syn Instances: 24
  • Cell type with the largest total area: dfrtp_1
  • Synth flops: 4
  • Top cells by area, synth: dfrtp_1 38%, xnor2_1 10%, ha_1 9.5%
  • Ys async rst share: 1.000
  • Main flop type: dfrtp_1
  • Seq share, synth: 0.3791
  • Most frequent cell after synthesis: dfrtp_1
  • Ys Warns: 1
  • Yosys Chip Area: around 260 µm²
  • Post-synth cell types: 15

Final timing
  • Fin. Hold Viols: 0
  • WHS: between 0.4 and 0.5 ns
  • RSZ-0062 raised after global routing: false
  • Cycle use final: 0.9484
  • Clock Skew: approximately 0.0019 ns
  • Final setup vio count: 0
  • Fmax: about 460 MHz
  • Post-route setup slack: approximately 0.12 ns
  • Final Max Slew Viols: 0
  • Slew margin rel.: 0.8363
  • Tmin final: about 2.2 ns
  • Worst Tran Pin Value: about 0.24 ns

Cells and area
  • Finished Layout Cells: ~80
  • FILL cells: between 300 and 400
  • Largest Register: count
  • Largest regs: count (4)
  • Core Util, Final: 0.1249
  • Layout cell share with drive strength beyond 1: 0.2857
  • Flip-flop count of the largest register after layout: 4
  • Area grow syn2layout: 61.61%

GRT
  • Initial antenna violation count: 0
  • Grt ovf: 0
  • Number of global-route vias before repair: approximately 210
  • Largest net degree at the start of global routing: 7
  • All-Layer GR Usage: 0.01672
  • First-pass GRT wire length: 910 µm

Critical path
  • Worst setup SP type: input pin
  • Critical Path AT: ~2.3 ns
  • Worst-path cell chain: clkdlybuf4s50_1, or3b_4, nor2_2, inv_1, buf_4, ha_1, a211oi_2, xnor2_1
  • Crit path max fanout: 3
  • Largest stage delay, worst path: roughly 0.47 ns
  • Worst EP required: 2.41 ns
  • Crit. End Element: flop
  • Crit path kind: input pin to flop
  • CP max-delay cell: clkdlybuf4s50_1
  • Worst path bufs/invs: 3
  • Family with the most delay on the worst path: buffers and inverters

Power and ir drop
  • Logic pwr share: 0.495
  • Sequential Power Share: 0.333
  • Clock network power share: 0.172
  • Switching share of power: 0.3324
  • Lkg Pwr: 0.1619 nW
  • VDD IR max: ~0.00019 V
  • Sw power: approximately 170 µW
  • Internal power: about 330 µW
  • Power, Total: 496.7 µW
  • PD cells: ~1200 nW/µm²

Clocking
  • Insertion Delay late pin: between 0.2 and 0.25 ns
  • Clock root buffer: clkbuf_4
  • Worst-path clk slew: 0.04 ns
  • Cts hold-fix bufs: 0
  • H-tree levels: 1
  • CTS Buf Count: 3
  • Clock sink total: 4
  • TritonCTS clock tree: done
  • Max Buffers Root-to-Sink: 2

Place
  • Placer congestion estimate: roughly 0.74
  • Port bufs: 7
  • Hpwl dp: approximately 420 µm
  • Pre-CTS setup slack: -0.1813 ns
  • Placed cells: 78

Run
  • # Max-Cap Violations: 0
  • Tool warning count: 25

Die
  • Die height: 80 µm
  • I/O pins: 8
  • Core area: between 3000 and 4000 µm²
  • Starting density of the core: 0.07729
  • Site row count: 21
  • Die Wd: about 80 µm
  • DIE AREA: between 6000 and 7000 µm²

Outcome
  • Status: completed

Worst hold path
  • Hold Path Class: input pin to async pin
[final timing paths]
check,from,to,slack [ns],cells after the start
max in group asynchronous,reset,count[2],1.75,2
hold reg to reg,count[2],count[2],0.59,2
hold / removal,reset,count[1],0.40,2
min in group clk0,count[2],count[2],0.59,2
setup / recovery,up,count[3],0.12,8
setup reg to reg,count[3],count[3],0.39,7
[repair_timing]
item,CTS,global route
setup buffers,0,0
gates resized,0,2
setup endpoints to repair,0,1
[final cells by class]
cell class	count	area (µm²)	share of cell area
Clock buffer	3	22.52	0.05279
Sequential cell	4	100.1	0.2346
Timing Repair Buffer	8	77.57	0.1818
Multi-Input combinational cell	17	157.7	0.3695
Tap cell	46	57.56	0.1349
Inverter	3	11.26	0.02639
[through the flow]
| step | setup TNS [ns] | instance area [µm²] |
|---|---|---|
| 2_1_floorplan | 0 | 264.0 |
| 3_5_place_dp | -0.2516 | 399.1 |
| 4_1_cts | 0 | 421.7 |
| 5_1_grt | 0 | 426.7 |
| 3_3_place_gp | -0.2622 | 399.1 |
| 6_report | 0 | 426.7 |
[cells in the final DEF (no fill, tap or decap), drive strengths merged]
cell type      synthesis  routed
nor2                   2       2
mux2                   1       1
a21o                   1       1
inv                    3       3
clkdlybuf4s50          0       7
xnor2                  3       3
or3b                   1       1
nor4                   1       1
clkbuf                 0       3
a211oi                 1       1
and3                   1       1
o21ai                  1       1
fa                     1       1
ha                     2       2
o32a                   1       1
buf                    0       1
dfrtp                  4       4
nand2                  1       1
[layer usage]
| layer | share of wire | GRT usage | up-vias |
|---|---|---|---|
| li1 | - | - | 106 |
| met1 | 0.40 | 0.02210 | 103 |
| met2 | 0.43 | 0.02167 | 10 |
| met3 | 0.13 | 0.006818 | 2 |
| met4 | 0.035 | 0.01056 | 0 |
| met5 | 0 | 0 | - |
[power groups by stage]
stage / sequential, mW / combinational, mW / clock (mW)
final: 0.165 / 0.246 / 0.0855
after global routing: 0.173 / 0.277 / 0.0952
after CTS: 0.165 / 0.246 / 0.0911
[logic make-up after synthesis]
group / share of synthesized area
AND-OR/OR-AND: 0.1422
flip-flops: 0.3792
multiplexers: 0.04265
buffers and inverters: 0.04265
AND/OR/NAND/NOR: 0.1233
adder cells (fa/ha/maj): 0.1706
XOR/XNOR: 0.09954
Power is estimated from default activity; no workload was simulated.
