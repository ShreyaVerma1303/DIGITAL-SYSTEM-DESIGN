===== config.mk =====
export PLATFORM = sky130hd
export DESIGN_NAME = bcd_counter
export DESIGN_NICKNAME = bcd_counter
export VERILOG_FILES = /design/flow/design.v
export SDC_FILE = /design/flow/constraint.sdc
export NUM_CORES = 4
export LEC_CHECK = 1
export CORE_AREA = 10 10 70 70
export DIE_AREA = 0 0 80 80

===== constraint.sdc =====
current_design bcd_counter

set clk_period 1.8
set clk_io_pct 0.2

create_clock -name clk0 -period $clk_period [get_ports {clk}]

set non_clock_inputs [all_inputs -no_clocks]
set_input_delay [expr $clk_period * $clk_io_pct] -clock clk0 $non_clock_inputs
set_output_delay [expr $clk_period * $clk_io_pct] -clock clk0 [all_outputs]

===== design.v =====
`timescale 1ns / 1ps
module bcd_counter(
  input wire clk,         
  input wire rst,         
  output wire [3:0] bcd  
);
reg [3:0] count;          
always @(posedge clk or posedge rst) begin
  if (rst) begin
    count <= 4'b0000;    
  end else begin
    if (count == 4'b1001) begin
      count <= 4'b0000;  
    end else begin
      count <= count + 1;
    end
  end
end
assign bcd = count;      
endmodule

===== run.sh =====
#!/bin/bash
# OpenROAD 26Q1-2900-gdf79404cd8, Yosys 0.63+post, stock flow scripts
make -C /OpenROAD-flow-scripts/flow DESIGN_CONFIG=/design/flow/config.mk WORK_HOME=/design/flow/orfs finish

==> flow_metrics.py <==
# Physical implementation metrics
metrics = {
    "clock_network": {
        "cts_made_buffers": 3,
        "path_clk_slew_ps": 40,
        "post_cts_buffers": 0,
        "htreeDepth": 1,
        "ctsHoldBuffers": 0,
        "cts_sinks": 4,
        "clock_latency_ps": 230,
        "cts.repair.resized": 0,
        "clk_path_buf_depth": 2,
        "cts_tree": "done",
        "cts-root-buf": "clkbuf_4",
    },
    "global_route": {
        "grt_pass1_vias": 157,
        "grt_usage_pct": 1.600,
        "grt_pass1_wl_um": 724,
        "grt_max_degree": 8,
        "gr-total-overflow": 0,
        "antenna_found_initial": 0,
    },
    "routing": {
        "drt_iter0_markers": 0,
        "via_count": 129,
        "wl_per_cell_um": 6.000,
        "antenna_left": 0,
        "finalWirelength_um": 420,
        "dr.pass1.iters": 1,
        "drt-vias-per-instance": 1.843,
        "drc": 0,
        "diodes": 0,
    },
    "synthesis": {
        "largest_area_cell": "dfrtp_1",
        "synth.distinct_cells": 9,
        "synth_top_area_share_pct": 59.26,
        "synth_flops": 4,
        "topCellsByArea": "dfrtp_1 (59%), inv_1 (8.9%), mux2i_1 (5.9%), o21ai_1 (5.9%), a22o_1 (5.2%)",
        "synth_area_um2": 168.9,
        "syn_avg_cell_area_um2": 10.56,
        "ys_seq_share_pct": 59.26,
        "postSynthCellCount": 16,
        "yosys_area_um2": 168.9,
        "synth_warnings": 1,
        "yosys_cells": 16,
    },
    "final_timing": {
        "layout_min_cycle_time_ps": 1519,
        "max_slew.worst_pin.slew_ps": 147.4,
        "finalCritPeriodShare_pct": 84.41,
        "clock_skew_ps": 2.948,
        "tns_ps": 0,
        "final_hold_viol_count": 0,
        "maxSlewViolCount": 0,
        "setup_ws_ps": 280.6,
        "grt_setup_unrepaired": "false",
        "slew_headroom_pct": 89.89,
        "setup_violations": 0,
        "max_freq_mhz": 658.2,
    },
    "layout": {
        "finalNonFillerCells": 70,
        "layout_top_cells": "clkdlybuf4s50_1 (5), inv_1 (4), dfrtp_1 (4), clkbuf_4 (3), o21ai_1 (2)",
        "reg_top3": "count (4)",
        "drive_above_1_share_pct": 12.50,
        "design_area_um2": 299.0,
        "regMostFlops": "count",
        "largest_reg_flops": 4,
        "layout_top_cell": "clkdlybuf4s50_1",
        "area_growth_syn_to_layout_pct": 77.04,
    },
    "place": {
        "io_buffers": 5,
        "dp_cells": 67,
        "dp_slack_ps": 521.2,
        "place_hpwl_um": 333.6,
        "gp_congestion": 0.6516,
        "post_dp_cell_area_um2": 276.5,
    },
    "min_path": {
        "hold_path.class": "input port to asynchronous set/reset pin",
    },
    "floorplan": {
        "die_y_um": 80,
        "fp_util_pct": 4.945,
        "rows": 21,
        "ios": 6,
        "core_area_um2": 3416,
        "die_x_um": 80,
        "chipArea_um2": 6400,
    },
    "setup_path": {
        "r2r_slack_ps": 840,
        "cp_cell_sequence": "clkdlybuf4s50_1",
        "r2r-start": "count[2]",
        "startpoint_type": "register",
        "arrival_ps": 1160,
        "cpLargestDelayFamily": "buffers and inverters",
        "r2r.worst_path.cells": 3,
        "endpoint_kind": "primary output",
        "slowest_delay_ps": 500,
        "required_ps": 1440,
        "critical_path_class": "register to primary output",
        "worstPathMaxFanout": 6,
        "rr_endpoint": "count[3]",
        "crit_buf_inv": 1,
        "cpMaxStageDelayCell": "clkdlybuf4s50_1",
    },
    "power_and_ir_drop": {
        "p_leak_nw": 0.1154,
        "power.density_nw_per_um2": 682.7,
        "ir_worst_vdd_uv": 95.08,
    },
    "outcome": {
        "outcome": "finished clean",
    },
    "flow_run": {
        "log.warning_count": 25,
        "max_cap_viol_count": 0,
    },
}
-- power breakdown --
group | internal [mW] | switching (mW) | total (mW)
Combinational | 0.00204 | 0.00209 | 0.00413
Clock | 0.0745 | 0.0351 | 0.110
Sequential | 0.0905 | 0 | 0.0905
-- worst register-to-register path: cells and delay by family (launching register included) --
family	cells	cell delay, ps
AND-OR/OR-AND	2	310
flip-flops	1	430
AND/OR/NAND/NOR	1	110
-- per-stage QoR --
step,hold WS [ps],total power [mW],utilization (%)
5_1_grt,337.6,0.2221,8.755
3_3_place_gp,503.9,0.09577,8.095
3_5_place_dp,524.7,0.09586,8.095
2_1_floorplan,126.1,0.09306,-
4_1_cts,329.9,0.2110,8.755
6_report,325.9,0.2041,8.755
-- layer usage --
layer,part of all wire (%),GRT usage (%),vias to the layer above
met5,0,0,-
met4,0,0.5282,0
met3,28,2.500,0
met2,29,1.445,8
met1,43,1.734,54
li1,-,-,67
-- cells in the mapped netlist --
library cell and number:
xnor2_1 1, o21ai_0 1, mux2i_1 1, a22o_1 1
dfrtp_1 4, inv_1 4, nand2_1 1, nand3b_1 1
o21ai_1 2
-- cell type report --
class	instances	area [um^2]
Sequential cell	4	100.1
Inverter	4	15.01
Clock buffer	3	22.52
Multi-Input combinational cell	8	53.80
Timing Repair Buffer	5	50.05
Tap cell	46	57.56
Fill cell	404	3117
-- kinds of logic (layout without fill, tap and decap cells) --
kind of cell / after synthesis / count (layout) / synth area share, %
mux: 1 / 1 / 5.926
flops: 4 / 4 / 59.26
compound gates: 4 / 4 / 14.07
buf+inv: 4 / 12 / 8.886
xor+xnor: 1 / 1 / 5.186
simple gates: 2 / 2 / 6.666
-- worst max path at each step --
| stage | start | endpoint | slack (ps) | cells after the start |
|---|---|---|---|---|
| 6_report | count[2] | bcd[2] | 280 | 1 |
| 5_1_grt | count[0] | bcd[0] | 180 | 1 |
| 4_1_cts | count[2] | bcd[2] | 270 | 1 |
Power figures rest on the tool's default switching activity, not on a simulated workload.
